File: design/flow/config.mk
export PLATFORM = sky130hd
export DESIGN_NAME = pixel
export DESIGN_NICKNAME = pixel
export VERILOG_FILES = /design/flow/design.v
export SDC_FILE = /design/flow/constraint.sdc
export NUM_CORES = 4
export LEC_CHECK = 1
export CORE_UTILIZATION = 40
File: design/flow/design.v
module ceas (input clock, 
				input mode, 
				output out);
wire clock_25;
assign out = (mode==1) ? clock : clock_25;
divizor_simplu #(0) d(clock, clock_25);
endmodule 
module choose_sync (input clock, 
							input reset,
							input mode,
							output reg [10:0] xpos, ypos,
							output reg vsync, hsync, disp_active
							);
wire [10:0] xpos_0, ypos_0, xpos_1, ypos_1;
wire vsync_0, hsync_0, disp_active_0, vsync_1, hsync_1, disp_active_1;
always @ (posedge clock)
	case (mode)
		0:	begin vsync <= vsync_0; 
					hsync <= hsync_0; 
					ypos <= ypos_0;
					xpos <= xpos_0;
					disp_active <= disp_active_0;
					end										 
		1:	begin vsync <= vsync_1; 
					hsync <= hsync_1; 
					ypos <= ypos_1;
					xpos <= xpos_1;
					disp_active <= disp_active_1;
					end										 
		default: begin vsync <= vsync_1; 
					hsync <= hsync_1; 
					ypos <= ypos_1;
					xpos <= xpos_1;
					disp_active <= disp_active_1;
					end										 
	endcase
syncro #(640, 656, 752, 800, 480, 490, 492, 525) s0 (clock, xpos_0, hsync_0, ypos_0, vsync_0, disp_active_0);		 
syncro s1 (clock, xpos_1, hsync_1, ypos_1, vsync_1, disp_active_1);			 
endmodule 
module divizor_simplu #(parameter N = 2)(input clock, 
														output out
														);
reg [31:0] numar=0;
always @ (posedge clock)
     numar <= numar + 1;
assign out = numar[N];
endmodule
module hsync #(parameter a=800,  
								x=856,           
								x_back=976,      
								x_total=1040)      
		(	input 			clk, 
			output [10:0] 	xpos, 
			output reg 		hsync, 
			output reg 		disp_active, 
			output reg 		newline
			);
   reg [10:0] count = 11'b000_0000_0000;
   always @(posedge clk)
		if (count < x_total)
		  count  <= count + 1;
		else
		  count  <= 0;
   always @(posedge clk)
		if (count == x_total)
		  newline <= 1;
		else
		  newline <= 0;
   always @(posedge clk)
		if (count < a)
		   disp_active  <= 1;    
		else
		   disp_active  <= 0;
   always @(posedge clk)
		if (count < x)
		  hsync <= 1;
		else 
		  if (count >= x && count < x_back)
		    hsync <= 0;
		  else 
		    if (count >= x_back)
		      hsync <= 1;
   assign xpos = count;
endmodule
module pixel (	
					input clk,	 				 
					input mode,					 
					input rst, 
					input move_x_poz, 		 
					input move_y_poz, 		 
					input move_x_neg, 		 
					input move_y_neg,			 
					output [10:0] xpos, 		 
					output [10:0] ypos,		 
					output disp_active,		 
					output [7:0] R, G, B,	 
					output hsync, 				 
					output vsync,				 
					output hsync_neg, 		 
					output vsync_neg			 
					);
reg [10:0] i=0, j=0;
localparam [10:0] x0=50, y0=50, x1=100, y1=100;
reg [10:0] a, b;
reg [7:0] R_in_1 = 8'b1111_0101;
reg [7:0] G_in_1 = 8'b0111_1000;
reg [7:0] B_in_1 = 8'b0110_0100;
wire clock;
always @ (posedge clock)
	case (mode)
		0: begin a <= 640; b <= 480; end
		1: begin a <= 800; b <= 600; end
		default: begin a <= 800; b <= 600; end
	endcase
assign R = (disp_active==1) ? ( ((xpos<x1 && xpos>x0) && (ypos<y1 && ypos>y0)) ? R_in_1 : 8'b0000_0000) : 8'b0000_0000;	
assign G = (disp_active==1) ? ( ((xpos<x1 && xpos>x0) && (ypos<y1 && ypos>y0)) ? G_in_1 : 8'b0000_0000) : 8'b0000_0000;
assign B = (disp_active==1) ? ( ((xpos<x1 && xpos>x0) && (ypos<y1 && ypos>y0)) ? B_in_1 : 8'b0000_0000) : 8'b0000_0000;
assign hsync_neg = ~hsync;
assign vsync_neg = ~vsync;
ceas c (clk, mode, clock);
divizor_simplu #(17) d1 (clk, clock_movement);
choose_sync sincr(clock, rst, mode, xpos, ypos, vsync, hsync, disp_active);
endmodule
module syncro#(parameter a=800,  
								x=856,           
								x_back=976,      
								x_total=1040,    
								b=600,           
								y=637,           
								y_back=643,      
								y_total=666)      
		( 	input 			clock, 
			output [10:0] 	xpos, 
			output 			hsync, 
			output [10:0] 	ypos, 
			output 			vsync, 
			output reg 		disp_active
			);
wire newline;
always@(posedge clock)
  if(xpos<a & ypos<b)
    disp_active <=1;
  else
    disp_active <=0;
hsync #(a, x, x_back, x_total) h1(clock, xpos, hsync, disp_active_h, newline); 
vsync #(b, y, y_back, y_total) v1(newline, ypos, vsync, disp_active_v);
endmodule
module vsync#(parameter b=600,  
								y=637,           
								y_back=643,      
								y_total=666)      
			(input newline_clk, 
			output [10:0] ypos, 
			output reg vsync, 
			output reg disp_active
			);
   reg [10:0] count = 11'b00000000000;
   always @(posedge newline_clk)
	 if (count < y_total)
	   count <= count + 1;
	 else
	   count <= 0;
   always @(posedge newline_clk)
	 if (count < b)
	   disp_active 		<= 1;      
	 else
	   disp_active 		<= 0;
   always @(posedge newline_clk)
	 begin
		if (count < y)
		  vsync 	<= 1;
		 else if (count >= y && count < y_back)       
		  vsync 	<= 0;
		else if (count >= y_back)
		  vsync 	<= 1;
	 end
   assign ypos = count;
endmodule 
File: design/flow/constraint.sdc
current_design pixel

set clk_period 1.9
set clk_io_pct 0.2

create_clock -name clk0 -period $clk_period [get_ports {clk}]

set non_clock_inputs [all_inputs -no_clocks]
set_input_delay [expr $clk_period * $clk_io_pct] -clock clk0 $non_clock_inputs
set_output_delay [expr $clk_period * $clk_io_pct] -clock clk0 [all_outputs]
File: design/flow/run.sh
#!/bin/bash
# OpenROAD 26Q1-2900-gdf79404cd8, Yosys 0.63+post, stock flow scripts
make -C /OpenROAD-flow-scripts/flow DESIGN_CONFIG=/design/flow/config.mk WORK_HOME=/design/flow/orfs finish
==> impl_metrics.py <==
# Metrics from the implementation run
metrics = {
    "status": {
        "status": "complete, but fails checks",
        "violations": "setup timing",
    },
    "worst_setup_path": {
        "arrival_ns": 2.13,
        "cp-start-kind": "register",
        "r2r_setup_slack_ns": 0.45,
        "rr_worst_depth": 3,
        "cp-end-kind": "output port",
        "worst-path-max-fanout": 4,
        "required_ns": 1.52,
        "crit_type": "register to output port",
    },
    "yosys": {
        "ys_sh_simple_pct": 18.88,
        "ys_types": 47,
        "yosysWarnings": 15,
        "edf_count": 0,
        "synth-xor-area-share_pct": 3.122,
        "avgSynthCellArea_um2": 9.327,
        "synthAoiAreaFrac_pct": 13.12,
        "muxShareOfSynthArea_pct": 6.020,
        "logic_family": "simple AND/OR/NAND/NOR gates",
        "synth.cell_area_mm2": 0.003367,
        "top_area_share_pct": 46.38,
        "async_reset_ff_share_pct": 0,
        "ys_sh_adder_pct": 2.973,
        "ys_cells": 361,
        "ys.flop_type": "dfxtp_1",
        "ys_ff": 78,
        "ys_chip_area_mm2": 0.003367,
        "syn_inst": 361,
        "top_cells_by_area": "dfxtp_1 46%, mux2_2 6.0%, buf_4 5.1%",
        "yosysSeqAreaShare_pct": 46.38,
        "top_area_cell": "dfxtp_1",
    },
    "route": {
        "routed_wl_mm": 7.096,
        "ant_nets": 0,
        "dr.max_layer_used": "met4",
        "vias": 2702,
        "initialDrtViolationCount": 90,
        "dr_wl_met2_mm": 3.297,
        "dr.pass1.iters": 4,
        "antenna_cells": 0,
        "vias_per_cell": 5.004,
        "routedLengthMet1_mm": 3.415,
        "wl_per_cell_um": 13.14,
        "wl_met3_um": 283,
        "drc_errors": 0,
    },
    "grt": {
        "grt_antenna_before_repair": 0,
        "grt_pass1_vias": 2500,
        "grt_max_degree": 34,
        "track_usage_pct": 17.44,
        "grt-ovfl-total": 0,
        "grt_pass1_wl_mm": 11.82,
    },
    "final_timing": {
        "finalSetupViolations": 15,
        "unclocked_pins": 24,
        "skew_ns": 0.008885,
        "rsz0062_at_grt": "yes",
        "timing.final.ws_setup_ns": -0.6104,
        "relSlewSlack_pct": 66.52,
        "timing.fmax_ghz": 0.3983,
        "finalCritPeriodShare_pct": 132.1,
        "period_minus_slack_ns": 2.510,
        "untimed_endpoints": 22,
        "worst_slew_pin_slew_ns": 0.5007,
        "finalHoldViolCount": 0,
        "slew_viol_final": 0,
    },
    "place": {
        "numPortBuffers": 41,
        "place_congestion": 0.8442,
        "hpwlAfterDp_mm": 4.761,
    },
    "floorplanning": {
        "initCoreUtil_pct": 41.18,
        "dieArea_mm2": 0.008788,
        "num_rows": 33,
        "fp.dieW_um": 93.75,
        "num_io_pins": 58,
        "dieHeight_um": 93.75,
        "core_area_mm2": 0.008175,
    },
    "worst_hold_path": {
        "min_path_type": "register to register",
        "hold_depth": 1,
    },
    "flow_run": {
        "cap_violations": 0,
        "tool_warnings": 40,
    },
    "layout": {
        "drive_gt1_share_pct": 32.64,
        "syn_to_final_growth_pct": 30.73,
        "post-route-util_pct": 53.84,
    },
    "power": {
        "p_per_area_mw_per_mm2": 280.6,
        "ir_drop_mv": 0.3469,
        "finalPower_mw": 1.235,
        "p_leak_nw": 1.829,
    },
    "clock_network": {
        "clk_pin_slew_ns": 0.09,
        "clk_latency_ns": 0.74,
        "cts_tree": "yes",
    },
}
## final timing paths
| path | start | end |
|---|---|---|
| worst max-delay path | sincr.ypos[4] | G[3] |
| worst min-delay path | c.d.numar[0] | c.d.numar[0] |
| worst max register to register | sincr.s1.h1.count[3] | sincr.s1.h1.count[9] |
| worst min register to register | c.d.numar[0] | c.d.numar[0] |
| max in group gated | c.d.numar[0] | clock gate |
| min in group gated | mode | clock gate |
## per-layer routing
metal,vias to the layer above,GRT usage [%]
met1,1253,25.76
met5,-,0
met2,63,27.31
li1,1378,-
met4,0,3.846
met3,8,3.292
## worst max-delay path: stages, from the launching register on
cell and delay (ns):
dfxtp_2 0.36, nand2_1 0.06, or3_1 0.36, a221oi_2 0.27
buf_4 0.18, buf_6 0.10, buf_2 0.08
## area by class of cell
type | count | area (µm²)
Clock buffer | 14 | 192.7
Clock inverter | 3 | 50.05
Fill cell | 701 | 3774
Inverter | 19 | 71.32
Multi-Input combinational cell | 238 | 1569
Sequential cell | 78 | 1593
Tap cell | 105 | 131.4
Timing Repair Buffer | 83 | 794.5
## where the power goes
group	leakage [nW]	internal, mW	total [mW]	switching, mW
combinational	1.05	0.0751	0.116	0.0413
clock	0.130	0.525	0.726	0.201
sequential	0.644	0.376	0.393	0.0175
## repair_timing
action | 4_1_cts | 5_1_grt
resized | 131 | 10
hold buffers | 1 | 0
pin swaps | 6 | 2
endpoints found under the setup margin | 40 | 21
gates cloned | 1 | 0
hold endpoints to repair | 1 | 0
buffers inserted | 19 | 0
## layout by cell type, fill, tap and decap left out, types with 3 or more instances in the layout
| master | Yosys | layout |
|---|---|---|
| dlygate4sd2_1 | 0 | 11 |
| dfxtp_1 | 78 | 53 |
| or3_1 | 15 | 15 |
| clkbuf_8 | 0 | 14 |
| a211o_1 | 4 | 4 |
| buf_2 | 8 | 10 |
| buf_6 | 0 | 46 |
| nor2_1 | 22 | 22 |
| xor2_1 | 7 | 7 |
| o31ai_1 | 3 | 3 |
| or4_1 | 3 | 3 |
| buf_4 | 23 | 9 |
| dfxtp_2 | 0 | 25 |
| a211oi_1 | 5 | 5 |
| nand3_1 | 18 | 18 |
| clkdlybuf4s50_1 | 0 | 3 |
| mux2_2 | 18 | 18 |
| nor3_1 | 10 | 8 |
| nor4_1 | 3 | 3 |
| nor4b_1 | 5 | 4 |
| nand4_1 | 4 | 4 |
| conb_1 | 1 | 14 |
| xnor2_1 | 5 | 5 |
| inv_1 | 19 | 18 |
| nand2_1 | 23 | 23 |
| ha_1 | 8 | 8 |
| a21oi_1 | 16 | 16 |
| o21ai_0 | 26 | 26 |
## kinds of logic (layout without fill, tap and decap cells)
logic type	Yosys count	in the layout
buffers and inverters	58	119
adders and majority gates	8	8
AOI/OAI and AO/OA	69	69
other	1	14
muxes	18	18
DFF	78	78
and+or+nand+nor	117	117
xor gates and xnor gates	12	12
## registers in the layout, summed over array words and instances, names as in the netlist
register,cells
sincr.s0.h1.newline,1
sincr.s1.v1.count,11
sincr.s0.h1.count,11
sincr.s1.h1.hsync,1
sincr.s0.disp_active,1
sincr.ypos,11
sincr.disp_active,1
sincr.xpos,11
sincr.s1.disp_active,1
sincr.vsync,1
sincr.s0.v1.count,11
sincr.s0.h1.hsync,1
sincr.s1.v1.vsync,1
sincr.hsync,1
c.d.numar,1
sincr.s1.h1.count,11
sincr.s1.h1.newline,1
sincr.s0.v1.vsync,1
## through the flow
stage	TNS, ns	cell area [µm²]	worst slack [ns]	hold slack [ns]	std cells
after floorplan	0	3422	0.08340	-0.2446	374
after global placement	-1.832	3891	-0.1415	0.1059	504
after detailed placement	-2.140	3891	-0.1724	0.1103	504
after CTS	-8.351	4378	-0.6089	0.4160	541
after global routing	-11.42	4402	-0.8190	0.4226	540
final	-7.909	4402	-0.6104	0.4069	540
## cells in the mapped netlist (2+ instances only)
cell type   n
a211o_1     4
a211oi_1    5
a21o_1      2
a21oi_1    16
a31oi_1     2
a31oi_2     2
and4_1      2
buf_2       8
buf_4      23
clkbuf_1    5
clkbuf_2    2
dfxtp_1    78
ha_1        8
inv_1      19
mux2_2     18
nand2_1    23
nand3_1    18
nand4_1     4
nand4b_1    2
nor2_1     22
nor3_1     10
nor4_1      3
nor4b_1     5
o211ai_1    2
o21ai_0    26
o311ai_0    2
o31ai_1     3
or3_1      15
or3_2       2
or4_1       3
xnor2_1     5
xor2_1      7
Power is estimated from default activity; no workload was simulated.
